File: /design/flow/run.sh
#!/bin/bash
# OpenROAD 26Q1-2900-gdf79404cd8, Yosys 0.63+post, stock flow scripts
make -C /OpenROAD-flow-scripts/flow DESIGN_CONFIG=/design/flow/config.mk WORK_HOME=/design/flow/orfs finish
File: /design/flow/config.mk
export PLATFORM = sky130hd
export DESIGN_NAME = VGA
export DESIGN_NICKNAME = VGA
export VERILOG_FILES = /design/flow/design.v
export SDC_FILE = /design/flow/constraint.sdc
export NUM_CORES = 4
export LEC_CHECK = 1
export CORE_UTILIZATION = 40
File: /design/flow/constraint.sdc
current_design VGA

set clk_period 2.8
set clk_io_pct 0.2

create_clock -name clk0 -period $clk_period [get_ports {clk}]

set non_clock_inputs [all_inputs -no_clocks]
set_input_delay [expr $clk_period * $clk_io_pct] -clock clk0 $non_clock_inputs
set_output_delay [expr $clk_period * $clk_io_pct] -clock clk0 [all_outputs]
File: /design/flow/design.v
module VGA
#(
	parameter HS_Tpw640_480 = 16'd95,  
	parameter HS_Ts640_480 = 16'd799,  
	parameter VS_Tpw640_480 = 16'd1,  
	parameter VS_Ts640_480 = 16'd524,  
	parameter HS_Tbp640_480 = 16'd48,  
	parameter HS_Tfp640_480 = 16'd17,  
	parameter VS_Tbp640_480 = 16'd33,  
	parameter VS_Tfp640_480 = 16'd11,  
	parameter HS_Tpw800_600 = 16'd119,  
	parameter HS_Ts800_600 = 16'd1039,  
	parameter VS_Tpw800_600 = 16'd5,  
	parameter VS_Ts800_600 = 16'd665,  
	parameter HS_Tbp800_600 = 16'd64,  
	parameter HS_Tfp800_600 = 16'd57,  
	parameter VS_Tbp800_600 = 16'd23,  
	parameter VS_Tfp800_600 = 16'd38  
)
(
	input clk,  
	input rst_n,  
	(*mark_debug = "true"*) input sw,  
	(*mark_debug = "true"*) output [5:0] VGA_B,  
	(*mark_debug = "true"*) output [5:0] VGA_G,  
	(*mark_debug = "true"*) output [5:0] VGA_R,  
	(*mark_debug = "true"*) output VGA_HS,  
	(*mark_debug = "true"*) output VGA_VS  
);
wire VGA_clk640_480;  
(*mark_debug = "true"*) wire [5:0] VGA_B640_480;  
(*mark_debug = "true"*) wire [5:0] VGA_G640_480;  
(*mark_debug = "true"*) wire [5:0] VGA_R640_480;  
wire VGA_HS640_480;  
wire VGA_VS640_480;  
wire VGA_clk800_600;  
(*mark_debug = "true"*) wire [5:0] VGA_B800_600;  
(*mark_debug = "true"*) wire [5:0] VGA_G800_600;  
(*mark_debug = "true"*) wire [5:0] VGA_R800_600;  
wire VGA_HS800_600;  
wire VGA_VS800_600;  
clk_divider #(.DIVISOR(4)) divider640_480 
	(
		.clk(clk),
		.rst_n(rst_n),
		.en(VGA_clk640_480)
	);
clk_divider #(.DIVISOR(2)) divider800_600
	(
		.clk(clk),
		.rst_n(rst_n),
		.en(VGA_clk800_600)
	);
controller #( 
			.VIDEO_W(640),
			.VIDEO_H(480),
			.HS_Tpw(HS_Tpw640_480), 
			.HS_Ts(HS_Ts640_480), 
			.VS_Tpw(VS_Tpw640_480), 
			.VS_Ts(VS_Ts640_480), 
			.HS_Tbp(HS_Tbp640_480), 
			.HS_Tfp(HS_Tfp640_480), 
			.VS_Tbp(VS_Tbp640_480), 
			.VS_Tfp(VS_Tfp640_480)) controller640_480
	(
		.clk(VGA_clk640_480),
		.rst_n(rst_n),
		.HS(VGA_HS640_480),
		.VS(VGA_VS640_480),
		.VGA_B(VGA_B640_480),
		.VGA_G(VGA_G640_480),
		.VGA_R(VGA_R640_480)
	);
controller #( 
			.VIDEO_W(800),
			.VIDEO_H(600),
			.HS_Tpw(HS_Tpw800_600), 
			.HS_Ts(HS_Ts800_600), 
			.VS_Tpw(VS_Tpw800_600), 
			.VS_Ts(VS_Ts800_600), 
			.HS_Tbp(HS_Tbp800_600), 
			.HS_Tfp(HS_Tfp800_600), 
			.VS_Tbp(VS_Tbp800_600), 
			.VS_Tfp(VS_Tfp800_600)) controller800_600
	(
		.clk(VGA_clk800_600),
		.rst_n(rst_n),
		.HS(VGA_HS800_600),
		.VS(VGA_VS800_600),
		.VGA_B(VGA_B800_600),
		.VGA_G(VGA_G800_600),
		.VGA_R(VGA_R800_600)
	);
assign VGA_B = !sw ? VGA_B640_480 : VGA_B800_600;
assign VGA_G = !sw ? VGA_G640_480 : VGA_G800_600;
assign VGA_R = !sw ? VGA_R640_480 : VGA_R800_600;
assign VGA_HS = !sw ? VGA_HS640_480 : VGA_HS800_600;
assign VGA_VS = !sw ? VGA_VS640_480 : VGA_VS800_600;
endmodule
module clk_divider
#(
	parameter DIVISOR = 2  
)
(
	input clk,  
	input rst_n,  
	output reg en  
);
reg [15:0] cnt;  
always @ (posedge clk, negedge rst_n) begin
	if (!rst_n) begin
		en <= 1'b0;
		cnt <= 16'b0;
	end
	else begin
		cnt <= cnt + 16'b1;
		if (cnt >= (DIVISOR - 1)) begin
			cnt <= 16'b0;
		end
		en <= (cnt < DIVISOR/2) ? 1'b1 : 1'b0;  
	end
end
endmodule	
module controller
#(
	parameter VIDEO_W = 640,
	parameter VIDEO_H = 480,
	parameter HS_Tpw = 10'd95,
	parameter HS_Ts = 10'd799,
	parameter VS_Tpw = 10'd1,
	parameter VS_Ts = 10'd524,
	parameter HS_Tbp = 10'd48,
	parameter HS_Tfp = 10'd17,
	parameter VS_Tbp = 10'd33,
	parameter VS_Tfp = 10'd11
)
(
	input clk,  
	input rst_n,  
	output reg HS,  
	output reg VS,  
	output [5:0] VGA_B,  
	output [5:0] VGA_G,  
	output [5:0] VGA_R  
);
wire cHS, cVS;  
wire [15:0] pixel_cnt;  
wire [15:0] line_cnt;  
synch #( .HS_Tpw(HS_Tpw), 
			.HS_Ts(HS_Ts), 
			.VS_Tpw(VS_Tpw), 
			.VS_Ts(VS_Ts), 
			.HS_Tbp(HS_Tbp), 
			.HS_Tfp(HS_Tfp), 
			.VS_Tbp(VS_Tbp), 
			.VS_Tfp(VS_Tfp)) synchronyser
	(
		.clk(clk),
		.rst_n(rst_n),
		.HS(cHS),
		.VS(cVS),
		.cnt_x(pixel_cnt),
		.cnt_y(line_cnt)
	);
integer j;
reg [3:0] squareX;  
reg [3:0] squareY;  
reg [5:0] blue;  
always @ (posedge clk, negedge rst_n) begin
	if (!rst_n) begin
		squareX <= 0;
		squareY <= 0;
		blue <= 0;
	end
	else begin
		for (j = 1; j < 17; j = j + 1) begin
			if (pixel_cnt == (VIDEO_W/16) * j) begin
				squareX <= squareX + 1;
			end
		end
		if (pixel_cnt > 0 && pixel_cnt <= VIDEO_W && line_cnt > 0 && line_cnt <= VIDEO_H/16)
			squareY <= 0;
		else if (pixel_cnt > 0 && pixel_cnt <= VIDEO_W && line_cnt > VIDEO_H/16 && line_cnt <= VIDEO_H*2/16)
			squareY <= 1;
		else if (pixel_cnt > 0 && pixel_cnt <= VIDEO_W && line_cnt > VIDEO_H*2/16 && line_cnt <= VIDEO_H*3/16)
			squareY <= 2;
		else if (pixel_cnt > 0 && pixel_cnt <= VIDEO_W && line_cnt > VIDEO_H*3/16 && line_cnt <= VIDEO_H*4/16)
			squareY <= 3;
		else if (pixel_cnt > 0 && pixel_cnt <= VIDEO_W && line_cnt > VIDEO_H*4/16 && line_cnt <= VIDEO_H*5/16)
			squareY <= 4;
		else if (pixel_cnt > 0 && pixel_cnt <= VIDEO_W && line_cnt > VIDEO_H*5/16 && line_cnt <= VIDEO_H*6/16)
			squareY <= 5;
		else if (pixel_cnt > 0 && pixel_cnt <= VIDEO_W && line_cnt > VIDEO_H*6/16 && line_cnt <= VIDEO_H*7/16)
			squareY <= 6;
		else if (pixel_cnt > 0 && pixel_cnt <= VIDEO_W && line_cnt > VIDEO_H*7/16 && line_cnt <= VIDEO_H*8/16)
			squareY <= 7;
		else if (pixel_cnt > 0 && pixel_cnt <= VIDEO_W && line_cnt > VIDEO_H*8/16 && line_cnt <= VIDEO_H*9/16)
			squareY <= 8;
		else if (pixel_cnt > 0 && pixel_cnt <= VIDEO_W && line_cnt > VIDEO_H*9/16 && line_cnt <= VIDEO_H*10/16)
			squareY <= 9;
		else if (pixel_cnt > 0 && pixel_cnt <= VIDEO_W && line_cnt > VIDEO_H*10/16 && line_cnt <= VIDEO_H*11/16)
			squareY <= 10;
		else if (pixel_cnt > 0 && pixel_cnt <= VIDEO_W && line_cnt > VIDEO_H*11/16 && line_cnt <= VIDEO_H*12/16)
			squareY <= 11;
		else if (pixel_cnt > 0 && pixel_cnt <= VIDEO_W && line_cnt > VIDEO_H*12/16 && line_cnt <= VIDEO_H*13/16)
			squareY <= 12;
		else if (pixel_cnt > 0 && pixel_cnt <= VIDEO_W && line_cnt > VIDEO_H*13/16 && line_cnt <= VIDEO_H*14/16)
			squareY <= 13;
		else if (pixel_cnt > 0 && pixel_cnt <= VIDEO_W && line_cnt > VIDEO_H*14/16 && line_cnt <= VIDEO_H*15/16)
			squareY <= 14;
		else if (pixel_cnt > 0 && pixel_cnt <= VIDEO_W && line_cnt > VIDEO_H*15/16 && line_cnt <= VIDEO_H)
			squareY <= 15;
		else 
			squareY <= 0;			
		if (pixel_cnt > 0 && pixel_cnt <= VIDEO_W && line_cnt > 0 && line_cnt <= VIDEO_H)
			blue <= 6'b000100;
		else
			blue <= 0;
	end
end
assign VGA_B = pixel_cnt <= VIDEO_W && line_cnt <= VIDEO_H ? blue : 0;
assign VGA_G = pixel_cnt <= VIDEO_W && line_cnt <= VIDEO_H ? {2'b00, squareY} : 0;
assign VGA_R = pixel_cnt <= VIDEO_W && line_cnt <= VIDEO_H ? {2'b00, squareX} : 0;
reg mHS, mVS;  
always @ (posedge clk) begin
	mHS <= cHS;
	mVS <= cVS;
	HS <= mHS;
	VS <= mVS;
end
endmodule
module synch
#(
	parameter HS_Tpw = 10'd95,
	parameter HS_Ts = 10'd799,
	parameter VS_Tpw = 10'd1,
	parameter VS_Ts = 10'd524,
	parameter HS_Tbp = 10'd48,
	parameter HS_Tfp = 10'd17,
	parameter VS_Tbp = 10'd33,
	parameter VS_Tfp = 10'd11
)
(
	input clk,  
	input rst_n,  
	output reg HS,  
	output reg VS,  
	output reg [15:0] cnt_x,  
	output reg [15:0] cnt_y  
);
reg [15:0] pixel_cnt;  
reg [15:0] line_cnt;  
always @ (posedge clk, negedge rst_n) begin
	if (!rst_n) begin
		pixel_cnt <= 16'd0;
		line_cnt <= 16'd0;
		HS <= 1'd0;
		VS <= 1'd0;
		cnt_x <= 0;
		cnt_y <= 0;
	end
	else begin
		pixel_cnt <= pixel_cnt + 16'd1;
		if (pixel_cnt == HS_Ts) begin
			pixel_cnt <= 16'd0;
			HS <= 1'd0;
			line_cnt <= line_cnt + 16'd1;
			if ((line_cnt >= (VS_Tpw + VS_Tbp)) && (line_cnt <= (VS_Ts - VS_Tfp))) begin
				cnt_y <= cnt_y + 1;
			end
			else begin 
				cnt_y <= 0;
			end
			if (line_cnt == VS_Ts) begin
				line_cnt <= 16'd0;
				VS <= 1'd0;
			end
			else if (line_cnt >= VS_Tpw)
				VS <= 1'd1;
		end
		else if (pixel_cnt >= HS_Tpw)
			HS <= 1'd1;
		if ((pixel_cnt >= (HS_Tpw + HS_Tbp)) && (pixel_cnt <= (HS_Ts - HS_Tfp))) begin
			cnt_x <= cnt_x + 1;
		end
		else
			cnt_x <= 0;
	end
end
endmodule
==> qor.txt <==
Ratio of cells with drive above 1 in the final layout: 4.82%
# hold bufs at CTS: 0
Via count: 7526
Pre-CTS WS: -0.0600 ns
CTS tree: yes
Maximum clock frequency: 0.387 GHz
Lkg Pwr: 4.69 nW
Placed Instances: 1442
Total GRT Usage: 16.0%
Clock transition at the registers of the reported paths: 0.05 ns
GR Layer Usage met3: 0.961%
Switching share of power: 21.4%
Final WS setup: 0.217 ns
Max-Cap Viols: 0
Synth top cells by count: dfrtp_1 (184), nor2_1 (147), nand2_1 (89), xnor2_1 (59), o21ai_0 (53)
Crit path max fanout: 3
OpenROAD warning count: 41
Area leader, netlist: dfrtp_1
Starting Density: 40.8%
Logic pwr share: 6.8%
Reg power frac: 46.3%
Final hold vios: 0
Die ar.: 26400 um2
Met1 Track Usage GR: 27.0%
CP startpoint kind: primary input
Post-Layout Inst Area: 11000 um2
Area Growth Syn to Fin: 6.52%
Cell row count: 58
Final Cycle Share: 92.2%
Switching pwr: 0.239 mW
DR WL/cell: 13.4 um
Top-count cell post-synth: dfrtp_1
Drt pass-1 iters: 4
Htree depth: 2
Fin Clk Skew: 0.00396 ns
Drt drc: 0
Int Pwr: 0.874 mW
CTS buffer count: 5
PD cells: 101 nW/um2
Final wirelength: 19500 um
Final antenna diode count: 0
Placer Congestion: 0.889
Synth unique cells: 78
Detailed placement HPWL: 13800 um
Post-synth seq share: 46.2%
Final cell count without fillers: 1450
Cell count after synthesis: 1112
Top cells, area: dfrtp_1 (45%), nor2_1 (5.4%), xnor2_1 (5.0%)
Synth flops: 192
CTS max path bufs: 2
Final core utilization: 43.5%
Number of unconstrained endpoints: 158
GRT overflow: 0
Top-area cell share: 44.7%
Min Tclk post-route: 2.58 ns
Clk ins delay skew pair: 0.27 ns
Port Buffer Count: 13
Slew margin rel.: 35.6%
Avg Vias per Cell: 5.19
Crit path required time: 2.24 ns
CP Class: primary input to output port
Worst EP arrival: 2.02 ns
Pins Over Slew Limit: 0
YS chip area: 10300 um2
Number of synthesized flops with an enable pin: 0
Register pins left without a clock: 158
Number of global-route vias before repair: 7062
GR peak layer: met1
Synth Cell Area: 10300 um2
Die height: 163 um
Placed cell areas: 10800 um2
Pin count of the biggest net entering global routing: 80
Dominant flop cell: dfrtp_1
Final setup viols: 0
Status: finished clean
Core Footprint: 25300 um2
Ys cells: 1112
Unrepaired setup endpoints after global routing: false
Antenna-violating nets left: 0
Yosys Warn Count: 6
Clock Power Share: 46.8%
Initial antenna violation count: 0
First-pass GRT wire length: 34200 um
Root Driver: clkbuf_16
Die X: 163 um
Io pins: 23
Worst-Margin Slew: 0.957 ns
Asr flop ratio synth: 95.8%
Crit end category: output port
Avg Synthesized Cell Area: 9.27 um2
Min-delay worst type: primary input to async pin
M2 GR Usage: 24.6%
Peak supply drop: 0.195 mV
1st-iter DRT viols: 599
## logic make-up after synthesis
family,Yosys count,share of synthesized area (%)
AOI/OAI and AO/OA,188,12.2
xor gates and xnor gates,99,8.41
adders and majority gates,28,3.40
buffers and inverters,104,4.16
DFF,192,46.2
muxes,5,0.546
other,1,0.0364
and+or+nand+nor,495,25.0
## cell usage in the layout (no fill, tap or decap), types with 28 or more instances in the layout
cell type | netlist | routed
a21oi_1 | 32 | 32
conb_1 | 1 | 36
dfrtp_1 | 184 | 182
ha_1 | 28 | 28
inv_1 | 41 | 41
nand2_1 | 89 | 89
nand3_1 | 47 | 47
nand4_1 | 32 | 32
nor2_1 | 147 | 147
nor4_1 | 28 | 28
o21ai_0 | 53 | 53
xnor2_1 | 59 | 59
xor2_1 | 40 | 40
## power by group through the flow
stage / sequential [mW] / combinational, mW / clock [mW]
6_report: 0.515 / 0.0758 / 0.521
5_1_grt: 0.517 / 0.0931 / 0.558
4_1_cts: 0.515 / 0.0822 / 0.533
## per-stage QoR
stage | hold WS, ns | setup TNS [ns] | total power [mW]
detailed placement | 0.419 | -0.469 | 0.606
CTS | 0.330 | 0 | 1.13
global placement | 0.410 | -0.293 | 0.605
finish | 0.310 | 0 | 1.11
floorplan | 0.264 | 0 | 0.543
global route | 0.363 | 0 | 1.17
## path summary, 6_finish.rpt
kind | from | to | slack [ns] | cells past startpoint
hold reg to reg | divider640_480.cnt[1]$_DFF_PN0_ | divider640_480.en$_DFF_PN0_ | 0.43 | 1
min in group clk0 | divider640_480.cnt[1]$_DFF_PN0_ | divider640_480.en$_DFF_PN0_ | 0.43 | 1
hold / removal | rst_n | divider640_480.cnt[10]$_DFF_PN0_ | 0.31 | 1
setup reg to reg | divider800_600.cnt[13]$_DFF_PN0_ | divider800_600.cnt[2]$_DFF_PN0_ | 1.53 | 6
setup / recovery | sw | VGA_R[2] | 0.22 | 5
max in group asynchronous | rst_n | divider800_600.en$_DFF_PN0_ | 2.08 | 1
## routing by layer
metal / vias to the layer above / part of all wire [%]
met2: 78 / 45
met3: 10 / 1.9
met1: 3552 / 52
met4: 0 / 0.53
met5: - / 0
li1: 3886 / -
## what timing repair did
action / CTS / global route
gates resized: 1 / 0
endpoints found under the setup margin: 9 / 0
buffers inserted: 0 / 0
## layout make-up
type,instances,area (um2)
fillers,2368,14300
inverters,41,154
multi-input cells,851,5260
clock inverters,1,5.00
flip-flops and latches,192,4770
repair buffers,28,245
clock buffers,7,143
well taps,330,413
## state kept, by name, summed over array words and instances (netlist names), 16 cells and up
| name | flops |
|---|---|
| controller640_480.synchronyser.cnt_x | 16 |
| controller640_480.synchronyser.pixel_cnt | 16 |
| controller640_480.synchronyser.line_cnt | 16 |
| divider800_600.cnt | 16 |
| controller800_600.synchronyser.cnt_x | 16 |
| controller800_600.synchronyser.pixel_cnt | 16 |
| controller800_600.synchronyser.line_cnt | 16 |
| controller800_600.synchronyser.cnt_y | 16 |
| controller640_480.synchronyser.cnt_y | 16 |
| divider640_480.cnt | 16 |
## critical path: stages
cell and delay, ns:
dlygate4sd2_1 0.34, nor4_4 0.34, buf_4 0.18, a22o_1 0.14
clkdlybuf4s50_1 0.46
Power is estimated from default activity; no workload was simulated.
